### flow/design.v
module BCD (input [3:0] BINARY,
				output reg [6:0] SEGMENTS);
always@(*)
	case(BINARY)
		0:SEGMENTS=7'b1000000;
		1:SEGMENTS=7'b1111001;
		2:SEGMENTS=7'b0100100;
		3:SEGMENTS=7'b0110000;
		4:SEGMENTS=7'b0011001;
		5:SEGMENTS=7'b0010010;
		6:SEGMENTS=7'b0000010;
		7:SEGMENTS=7'b1111000;
		8:SEGMENTS=7'b0000000;
		9:SEGMENTS=7'b0010000;
		10:SEGMENTS=7'b0001000;
		11:SEGMENTS=7'b0000011;
		12:SEGMENTS=7'b1000110;
		13:SEGMENTS=7'b0100001;
		14:SEGMENTS=7'b0000110;
		15:SEGMENTS=7'b0001110;
		default:SEGMENTS=7'b1111111;
	endcase
endmodule 
module Digit_Decoder (input [7:0] RAW_CODE,
							 output [20:0] CODE);
wire [3:0] CODE_HUNDRED, CODE_TEN, CODE_UNIT;
assign CODE_HUNDRED= RAW_CODE/100;
assign CODE_TEN = (RAW_CODE%100)/10;
assign CODE_UNIT = RAW_CODE%10;
BCD DUT1(.BINARY(CODE_HUNDRED),
			.SEGMENTS(CODE[20:14]));
BCD DUT2(.BINARY(CODE_TEN),
			.SEGMENTS(CODE[13:7]));
BCD DUT3(.BINARY(CODE_UNIT),
			.SEGMENTS(CODE[6:0]));		
endmodule 
### flow/run.sh
#!/bin/bash
# OpenROAD 26Q1-2900-gdf79404cd8, Yosys 0.63+post, stock flow scripts
make -C /OpenROAD-flow-scripts/flow DESIGN_CONFIG=/design/flow/config.mk WORK_HOME=/design/flow/orfs finish
### flow/config.mk
export PLATFORM = sky130hd
export DESIGN_NAME = Digit_Decoder
export DESIGN_NICKNAME = Digit_Decoder
export VERILOG_FILES = /design/flow/design.v
export SDC_FILE = /design/flow/constraint.sdc
export NUM_CORES = 4
export LEC_CHECK = 1
export CORE_AREA = 10 10 76 76
export DIE_AREA = 0 0 86 86
### flow/constraint.sdc
current_design Digit_Decoder

set clk_period 8.5
set clk_io_pct 0.2

create_clock -name clk0 -period $clk_period

set non_clock_inputs [all_inputs -no_clocks]
set_input_delay [expr $clk_period * $clk_io_pct] -clock clk0 $non_clock_inputs
set_output_delay [expr $clk_period * $clk_io_pct] -clock clk0 [all_outputs]
==> results.yml <==
# synthesis and place-and-route metrics
setup_path:
  crit_path_cell_trace: "clkdlybuf4s50_1 > or3_1 > and2_1 > ha_1 > and3b_1 > nand3_2 > inv_2 > o211ai_2 > and3_4 > a311oi_1 > o32a_1 > or3b_1 > a221o_2 > ha_1 > nor2_1 > a21oi_1 > o32ai_1 > clkdlybuf4s50_1"
  slowest_delay_ns: 0.51
  crit_start: "RAW_CODE[5]"
  crit_type: "input pin to output pin"
  startpoint_type: "input pin"
  critPathCaptureType: "output pin"
  required_ns: 6.80
  cp_top_family: "simple AND/OR/NAND/NOR gates"
  path_buffers: 3
  slowest_stage: "clkdlybuf4s50_1"
  crit_fanout: 11
  cp.arrival_ns: 6.40
synthesis:
  netlist_area_mm2: 0.002261
  syn_inst: 314
  yosysSeqAreaShare_pct: 0
  ys_warn_count: 1
  synth.distinct_cells: 89
  yosys_cells: 314
  syn_area_per_cell_um2: 7.200
  ys_chip_area_mm2: 0.002261
placed_design:
  dpl_cell_area_mm2: 0.002517
  io_buffers: 28
  gp_congestion: 0.9360
  hpwlAfterDp_mm: 4.550
sta:
  fmax_ghz: 0.1234
  finalSetupViolations: 0
  min_period_over_period_pct: 95.32
  finalCriticalPeriod_ns: 8.102
  drv_slew: 0
  hold_violations: 0
  worstMarginPinSlew_ns: 0.5899
  rsz0062_at_grt: "no"
  slew_headroom_pct: 60.31
  tns_ns: 0
cells_and_area:
  final_core_utilization_pct: 61.75
  n_clock_buffer: 0
  fill_cells: 395
  flops: 0
  drive_above_1_share_pct: 14.80
  fin_area_mm2: 0.002541
  register_area_um2: 0
  area_growth_pct: 12.40
pwr:
  peakVddDrop_uv: 117.7
  leakage_nw: 1.010
  cellPowerDensity_mw_per_mm2: 119.4
  total_power_mw: 0.3033
floorplanning:
  fp.dieH_um: 86
  die_x_um: 86
  core.rowCount: 23
  core_mm2: 0.004115
  initCoreUtil_pct: 54.94
  dieArea_mm2: 0.007396
  io_pins: 29
routing:
  ant_nets: 0
  routed_via_density: 6.478
  drc: 0
  firstDrtPassIters: 5
  drt_iter0_drc: 133
  dr_total_vias: 2468
  wl_mm: 5.883
  insertedDiodeCount: 0
  wl_per_cell_um: 15.44
run_status:
  outcome: "finished clean"
job:
  maxCapViolCount: 0
  warnings: 40
global_route:
  grt.overflow.total: 0
  grt_pass1_wl_mm: 10.36
  antenna_found_initial: 0
  grt_max_degree: 29
  grt_pass1_vias: 2206
  grtUsageTotal_pct: 15.61
worst_hold_path:
  hold_start: "RAW_CODE[0]"
  worstHoldPathType: "input pin to output pin"
clock_tree:
  ctsHoldBuffers: 0
-- metrics by stage --
stage	hold WS, ns	worst slack (ns)	std cells
finish	4.524	0.3976	381
floorplan	3.534	1.392	314
CTS	4.537	0.1732	379
global placement	4.531	0.1765	379
detailed placement	4.536	0.1836	379
global route	4.609	0.008678	381
-- cell usage in the layout, fill, tap and decap left out, drive strengths merged, types with 8 or more instances in the layout --
master,count
clkdlybuf4s50,28
nand2,23
a21oi,19
buf,18
nor3,16
nor2,15
inv,14
mux2i,13
o21ai,13
ha,12
nand3,11
a31oi,8
nor4,8
-- metal layers --
layer | vias to the layer above | share of wire [%] | global-route usage, %
met5 | - | 0 | 0
met4 | 0 | 0 | 0.4491
met3 | 0 | 7.1 | 1.430
met2 | 90 | 45 | 25.22
met1 | 1119 | 48 | 22.90
li1 | 1259 | - | -
-- kinds of logic after synthesis --
family          synth area share (%)
compound gates                 40.90
xor+xnor                       1.882
fa+ha+maj                      7.526
buf+inv                        11.84
mux                            6.751
other cells                   0.1659
simple gates                   30.94
-- path summary, 6_finish.rpt --
kind,endpoint,cells after the start
max,CODE[8],18
min,CODE[4],4
-- report_power, final --
part | internal, mW | leakage, nW | switching, mW
Clock | 0 | 0 | 0
Combinational | 0.158 | 1.01 | 0.145
Sequential | 0 | 0 | 0
-- repair_timing --
action | CTS | global route
endpoints found under the setup margin | 0 | 6
resized | 0 | 2
setup buffers | 0 | 2
-- final cells by class --
class	instances	area, um^2	share of cell area (%)
inverter	15	61.31	2.413
multi-input combinational	270	2002	78.78
tap	50	62.56	2.462
timing repair buffer	46	415.4	16.35
-- synthesized netlist by cell type, drive strengths merged, types with 3 or more instances --
cell      n  share of area, %
or3       7               2.2
inv      14               2.3
a211o     4               1.5
nand2b    7               2.3
nor2b     7               1.9
o31ai     3               1.2
a2111oi   3               2.8
nor2     15               2.5
buf      25               8.5
mux2i    13               5.8
nor4      8               2.5
nor3     16               4.3
a221oi    4               1.8
and3      3               1.1
o21ai    13               3.0
o22ai     6               1.7
nand3    11               2.7
a31oi     8               2.2
and2      3              0.83
or2       4               1.2
o211a     3               1.3
o21a      5               1.7
a21oi    19               4.4
nand3b    4               1.3
nand2    23               3.9
o211ai    7               2.5
xnor2     3               1.5
a211oi    6               2.2
a21o      4               1.3
ha       12               6.6
clkbuf    4              0.66
a21boi    5               1.7
nand4     4               1.1
Power is estimated from default activity; no workload was simulated.
