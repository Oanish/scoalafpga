$ cat flow/config.mk
export PLATFORM = sky130hd
export DESIGN_NAME = VGA_Top
export DESIGN_NICKNAME = VGA_Top
export VERILOG_FILES = /design/flow/design.v
export SDC_FILE = /design/flow/constraint.sdc
export NUM_CORES = 4
export LEC_CHECK = 1
export CORE_UTILIZATION = 30
$ cat flow/constraint.sdc
current_design VGA_Top

set clk_period 4.0
set clk_io_pct 0.2

create_clock -name clk0 -period $clk_period [get_ports {CLK}]

set non_clock_inputs [all_inputs -no_clocks]
set_input_delay [expr $clk_period * $clk_io_pct] -clock clk0 $non_clock_inputs
set_output_delay [expr $clk_period * $clk_io_pct] -clock clk0 [all_outputs]
$ cat flow/design.v
module VGA_Freq_Div (input CLK, RST,
							input MODE,
							output reg P_CLK);
reg [31:0] COUNTER;
always@(posedge CLK)
	case(MODE)
		0:{P_CLK, COUNTER} <= COUNTER + 16'h80000000;
		1:{P_CLK, COUNTER} <= COUNTER + 16'h100000000;
	endcase
endmodule 
module VGA_Sync_Calc (input CLK, P_CLK, RST,
							 input [11:0] VIS,
							 input [7:0] FRONT, SYNC, BACK,
							 output OUT_SYNC,
							 output [11:0] POSITION,
							 output ACTIVE_ZONE,
							 output reg SIG_CLK);
reg [11:0] COUNTER;
always@(posedge P_CLK)
	if(!RST)	
		begin
			COUNTER <= 0;
			SIG_CLK <= 0;
		end
	else
		if(COUNTER == VIS+BACK+SYNC+FRONT-1)		 
			begin
				COUNTER <= 0;
				SIG_CLK <= 1;
			end
		else
			begin
				COUNTER <= COUNTER + 1;
				SIG_CLK <= 0;
			end
assign POSITION = (ACTIVE_ZONE) ? COUNTER : 0;
assign ACTIVE_ZONE = (COUNTER < VIS) ? 1 : 0;
assign OUT_SYNC = ((COUNTER >= VIS+FRONT) & (COUNTER < VIS+FRONT+SYNC)) ? 0 : 1;
endmodule  
module VGA_Top (input CLK, RST,
					 input MODE,
					 output DISP_ACTIVE,
					 output HSYNC, VSYNC,
					 output [3:0] Ro, Go, Bo);
wire P_CLK;
wire Mem_HSYNC, Mem_VSYNC;
wire [11:0] XPOS, YPOS;
wire H_ACTIVE, V_ACTIVE;
reg [11:0] H_VIS, V_VIS;
reg [7:0] H_FRONT, V_FRONT;
reg [7:0] H_SYNC, V_SYNC;
reg [7:0] H_BACK, V_BACK;
wire H_SIG, V_SIG;
always@(MODE)				 
	case(MODE)
		0: begin
				H_VIS=640;
				H_FRONT=16;
				H_SYNC=96;
				H_BACK=48;
				V_VIS=480;
				V_FRONT=10;
				V_SYNC=2;
				V_BACK=33;
			end
		1: begin
				H_VIS=800;
				H_FRONT=56;
				H_SYNC=120;
				H_BACK=64;
				V_VIS=600;
				V_FRONT=37;
				V_SYNC=6;
				V_BACK=23;
			end
	endcase
assign Ro = (DISP_ACTIVE) ? 4'b1111 : 4'b0;		 
assign Go = 4'b0;
assign Bo = 4'b0;
VGA_Freq_Div DUT1(.CLK(CLK),							 
						.RST(RST),
						.MODE(MODE),
						.P_CLK(P_CLK));
VGA_Sync_Calc DUT2(.CLK(CLK),							 
						 .P_CLK((MODE)?CLK:P_CLK),				
						 .RST(RST),
						 .VIS(H_VIS),
						 .FRONT(H_FRONT),
						 .SYNC(H_SYNC),
						 .BACK(H_BACK),
						 .OUT_SYNC(Mem_HSYNC),
						 .POSITION(XPOS),
						 .ACTIVE_ZONE(H_ACTIVE),
						 .SIG_CLK(H_SIG));
VGA_Sync_Calc DUT3(.CLK(CLK),							 
						 .P_CLK(H_SIG),
						 .RST(RST),
						 .VIS(V_VIS),
						 .FRONT(V_FRONT),
						 .SYNC(V_SYNC),
						 .BACK(V_BACK),
						 .OUT_SYNC(Mem_VSYNC),
						 .POSITION(YPOS),
						 .ACTIVE_ZONE(V_ACTIVE),
						 .SIG_CLK(V_SIG));
assign DISP_ACTIVE = H_ACTIVE & V_ACTIVE;						 
assign HSYNC = (MODE)? !Mem_HSYNC : Mem_HSYNC;
assign VSYNC = (MODE)? !Mem_VSYNC : Mem_VSYNC;		
endmodule 
$ cat flow/run.sh
#!/bin/bash
# OpenROAD 26Q1-2900-gdf79404cd8, Yosys 0.63+post, stock flow scripts
make -C /OpenROAD-flow-scripts/flow DESIGN_CONFIG=/design/flow/config.mk WORK_HOME=/design/flow/orfs finish
==> out/summary.json <==
{
  "top_cells_by_area": {"value": "dfxtp_1 (29%), ha_1 (15%), nor2_1 (6.2%), xnor2_1 (6.2%), buf_4 (5.3%)"},
  "netlist_area_before_placement": {"value": 1704, "unit": "um2"},
  "critical_path.max_fanout": {"value": 5},
  "grt_first_pass_wirelength": {"value": 5106, "unit": "um"},
  "detailroute.via_count": {"value": 1273},
  "io_buffers": {"value": 9},
  "timing.hold.worst_path_depth": {"value": 4},
  "clkPwrFrac": {"value": 0.373},
  "rows": {"value": 27},
  "synth_area_leader_cell": {"value": "dfxtp_1"},
  "post_synth_inst_count": {"value": 194},
  "fraction_of_final_layout_cells_with_drive_strength_greater_than_1": {"value": 0.07805},
  "power_leakage": {"value": 0.8187, "unit": "nW"},
  "fp.coreArea": {"value": 5507, "unit": "um2"},
  "fin_crit_sh": {"value": 0.8848},
  "hpwl_after_dpl": {"value": 2246, "unit": "um"},
  "synth-seq-cells": {"value": 25},
  "routability_driven_placement_congestion_ratio": {"value": 0.8651},
  "clk-insertion-delay-late": {"value": 380, "unit": "ps"},
  "power.switching": {"value": 0.04843, "unit": "mW"},
  "untimed_endpoints": {"value": 12},
  "final_cell_area": {"value": 1896, "unit": "um2"},
  "unclocked_regs": {"value": 12},
  "cts_tree": {"value": "built"},
  "areaGrowthSynthToFinish": {"value": 11.23, "unit": "%"},
  "wl": {"value": 2917, "unit": "um"},
  "setup.worst_path.start_class": {"value": "primary input"},
  "critical_path_arrival": {"value": 2740, "unit": "ps"},
  "wl_per_cell": {"value": 10.53, "unit": "um"},
  "drv_cap": {"value": 0},
  "seq_area_frac_synth": {"value": 0.2937},
  "shortest_clock_period_the_worst_path_allows_after_layout": {"value": 3539, "unit": "ps"},
  "postPlaceCellArea": {"value": 1822, "unit": "um2"},
  "postRouteAntennaNets": {"value": 0},
  "dieHeight": {"value": 77.37, "unit": "um"},
  "drt_first_pass_iters": {"value": 4},
  "drc_errors": {"value": 0},
  "syn_area_per_cell": {"value": 8.784, "unit": "um2"},
  "layout_cells_excl_fill": {"value": 277},
  "final_core_util": {"value": 0.3442},
  "clock-root-buffer": {"value": "clkbuf_8"},
  "fp.dieArea": {"value": 5986, "unit": "um2"},
  "r2r_setup_slack": {"value": 2450, "unit": "ps"},
  "post_synth_num_cell_types": {"value": 40},
  "core_util_floorplan": {"value": 0.3095},
  "number_of_warnings_reported_in_the_yosys_synthesis_log": {"value": 5},
  "maximum_number_of_pins_on_one_net_before_global_route_repair": {"value": 13},
  "num_io_pins": {"value": 18},
  "timing.final.hold_violations": {"value": 0},
  "hold_ws": {"value": 200.7, "unit": "ps"},
  "switching_share": {"value": 0.2727},
  "totalNegativeSetupSlack": {"value": 0, "unit": "ps"},
  "grt_antenna_before_repair": {"value": 0},
  "fin_worst_skew": {"value": 3.095, "unit": "ps"},
  "floorplan.die.width": {"value": 77.37, "unit": "um"},
  "cts_made_buffers": {"value": 3},
  "worstHoldPathType": {"value": "primary input to clock gate"},
  "slew_violations": {"value": 0},
  "synth_largest_type_area_fraction": {"value": 0.2937},
  "comb_power_share": {"value": 0.216},
  "cts_post_setup_buffers_inserted": {"value": 0},
  "slew_headroom": {"value": 0.6544},
  "power_per_cell_area": {"value": 93.69, "unit": "nW/um2"},
  "rr_worst_depth": {"value": 5},
  "clock_tree.htree_level_count": {"value": 1},
  "warnings": {"value": 30},
  "vdd_ir_drop_max": {"value": 0.00004825, "unit": "V"},
  "cp_data_required_time": {"value": 3200, "unit": "ps"},
  "synth_stat.cells": {"value": 194},
  "grtUsageTotal": {"value": 0.1046},
  "p_int": {"value": 0.1292, "unit": "mW"},
  "drt-initial-drc-count": {"value": 52},
  "slew_worst_pin": {"value": 518.4, "unit": "ps"},
  "worstHoldStart": {"value": "MODE"},
  "worstSetupEndpointType": {"value": "primary output"},
  "via_count_of_the_first_global_routing_pass": {"value": 1141},
  "antenna_cells": {"value": 0},
  "maximum_operating_frequency": {"value": 0.2825, "unit": "GHz"},
  "clock_path_buffers": {"value": 2},
  "rsz0062_at_grt": {"value": "false"},
  "share_of_total_power_in_sequential_cells": {"value": 0.411},
  "setup_violating_endpoint_count_in_the_final_report": {"value": 0},
  "numPlacedInstances": {"value": 271},
  "post_drt_via_cell_ratio": {"value": 4.596},
  "outcome": {"value": "complete, no violations"},
  "r2r-start": {"value": "DUT2.COUNTER[8]$_SDFF_PP0_"},
  "grt_overflow": {"value": 0},
  "yosys-stat-area": {"value": 1704, "unit": "um2"},
  "worst_r2r_endpoint": {"value": "DUT2.COUNTER[10]$_SDFF_PP0_"},
  "timing_worst_setup_path_type": {"value": "primary input to primary output"}
}
## worst max-delay path: stages
cell and delay [ps]:
dlymetal6s2s_1 130, inv_1 90, ha_1 300, nor2b_1 130
o21ai_0 150, nand2b_1 70, a31o_2 250, a221oi_2 220
buf_4 160, clkdlybuf4s50_1 450
## how the worst max path moves through the flow
stage / depth (start not counted) / end / start / slack, ps
CTS: 10 / Ro[3] / MODE / 40
global route: 10 / DISP_ACTIVE / MODE / 340
finish: 10 / Ro[3] / MODE / 460
## cell type report
type,count,area (um2)
Multi-Input combinational cell,148,1061
Timing Repair Buffer,17,157.7
Tap cell,72,90.09
Fill cell,549,3611
Sequential cell,25,500.5
Inverter,11,41.29
Clock buffer,4,45.04
## metal layers
metal,track usage,share of wire,vias to the layer above
met5,0,0,-
met4,0.01321,0.0065,0
met3,0.007168,0.032,2
met2,0.1743,0.44,27
met1,0.1543,0.52,571
li1,-,-,673
## synthesized netlist by cell type
cell type   n
nor2b_1     2
and4b_1     2
nand4_1     4
and3_2      2
o211a_1     1
and3_1      5
nor4b_1     2
and2_1      3
a211oi_1    2
buf_4      12
a21oi_1     6
nor4_1      2
ha_1       21
inv_1      11
a21o_1      2
nand4b_1    1
nand3_1     7
buf_6       3
nand2b_4    1
xnor2_1    12
nand2_1     6
a31o_2      1
o311ai_0    1
or4b_1      1
o221ai_1    1
o2111a_1    1
nor2_1     28
nand2b_1    4
o21ai_2     1
a221oi_1    1
buf_2       2
xor2_1     10
a31oi_1     1
o31a_1      1
a21boi_0    1
dfxtp_1    25
and4_1      2
and4_4      1
conb_1      1
o21ai_0     4
## through the flow
stage | setup slack, ps | power (mW)
after floorplan | 807.6 | 0.1153
after global placement | 75.16 | 0.1251
after detailed placement | 51.94 | 0.1246
after CTS | 37.45 | 0.1789
after global routing | 341.6 | 0.1895
final | 460.8 | 0.1776
## logic make-up after synthesis
| group | after synthesis | synth area share |
|---|---|---|
| AOI/OAI and AO/OA | 24 | 0.09839 |
| adders and majority gates | 21 | 0.1542 |
| and+or+nand+nor | 73 | 0.2357 |
| buffers and inverters | 28 | 0.1028 |
| DFF | 25 | 0.2937 |
| xor gates and xnor gates | 22 | 0.1131 |
| other | 1 | 0.002201 |
## cells in the final DEF, fill, tap and decap left out, types with 2 or more instances in the layout
| master | count |
|---|---|
| nand2_1 | 6 |
| clkdlybuf4s50_1 | 8 |
| and3_2 | 2 |
| buf_4 | 6 |
| dlygate4sd3_1 | 2 |
| nand3_1 | 7 |
| nor4_1 | 2 |
| nand4_1 | 4 |
| a211oi_1 | 2 |
| conb_1 | 8 |
| clkbuf_8 | 3 |
| xor2_1 | 10 |
| ha_1 | 21 |
| xnor2_1 | 12 |
| nand2b_1 | 4 |
| dfxtp_1 | 25 |
| nor2b_1 | 2 |
| nor4b_1 | 2 |
| and4_1 | 2 |
| a21o_1 | 2 |
| and3_1 | 5 |
| inv_1 | 11 |
| o21ai_0 | 4 |
| and2_1 | 3 |
| and4b_1 | 2 |
| nor2_1 | 28 |
| a21oi_1 | 6 |
## power groups by stage
| stage | Combinational, mW | Clock (mW) | Sequential, mW |
|---|---|---|---|
| global route | 0.0439 | 0.0724 | 0.0732 |
| CTS | 0.0386 | 0.0672 | 0.0731 |
| finish | 0.0384 | 0.0662 | 0.0730 |
## what timing repair did
action / CTS / global route
hold buffers: 2 / 0
setup endpoints to repair: 0 / 6
resized: 0 / 3
hold endpoints to repair: 1 / 0
## sequential cells by signal (all words and copies together) (netlist names)
| signal | flops |
|---|---|
| DUT3.COUNTER | 12 |
| DUT2.COUNTER | 12 |
| DUT2.SIG_CLK | 1 |
No activity file was given, so power comes from the tool's default toggle rates.
