$ cat flow/config.mk
export PLATFORM = sky130hd
export DESIGN_NAME = I2C_Top
export DESIGN_NICKNAME = I2C_Top
export VERILOG_FILES = /design/flow/design.v
export SDC_FILE = /design/flow/constraint.sdc
export NUM_CORES = 4
export LEC_CHECK = 1
export CORE_AREA = 10 10 97 97
export DIE_AREA = 0 0 107 107
$ cat flow/design.v
module BCD (input [3:0] BINARY,
				output reg [6:0] SEGMENTS);
always@(*)
	case(BINARY)
		0:SEGMENTS=7'b1000000;
		1:SEGMENTS=7'b1111001;
		2:SEGMENTS=7'b0100100;
		3:SEGMENTS=7'b0110000;
		4:SEGMENTS=7'b0011001;
		5:SEGMENTS=7'b0010010;
		6:SEGMENTS=7'b0000010;
		7:SEGMENTS=7'b1111000;
		8:SEGMENTS=7'b0000000;
		9:SEGMENTS=7'b0010000;
		10:SEGMENTS=7'b0001000;
		11:SEGMENTS=7'b0000011;
		12:SEGMENTS=7'b1000110;
		13:SEGMENTS=7'b0100001;
		14:SEGMENTS=7'b0000110;
		15:SEGMENTS=7'b0001110;
		default:SEGMENTS=7'b1111111;
	endcase
endmodule 
module I2C_Control (input CLK, SYNCED_CLK, RST,
						  input SDATA,
						  output [7:0] CODE,
						  output reg NEW_CODE);
wire [7:0] DATA_REG;
wire PARITY_BIT;
wire VALID_PACK;
wire VALID_PARITY;
wire VALID_CODE;
I2C_Counter DUT1(.SYNCED_CLK(SYNCED_CLK),
					  .RST(RST),
					  .SDATA(SDATA),
					  .DATA_REG(DATA_REG),
					  .PARITY_BIT(PARITY_BIT),
					  .VALID_PACK(VALID_PACK));
assign VALID_PARITY = (DATA_REG[0]~^DATA_REG[7]~^DATA_REG[6]~^DATA_REG[5]~^DATA_REG[4]~^DATA_REG[3]~^DATA_REG[2]~^DATA_REG[1])~^PARITY_BIT;
assign VALID_CODE = VALID_PARITY & VALID_PACK & CLK;
always@(posedge SYNCED_CLK)
	NEW_CODE<=VALID_CODE;
assign CODE = (NEW_CODE) ? DATA_REG : 8'bz;
endmodule 
module I2C_Counter (input SYNCED_CLK,
						  input RST,
						  input SDATA,
						  output reg [7:0] DATA_REG,
						  output reg PARITY_BIT,
						  output VALID_PACK);
reg [3:0] COUNTER;
reg START, STOP;
always@(negedge SYNCED_CLK)
	if(!RST)
		begin
			START<=0;
			COUNTER<=0;
			STOP<=0;
		end
	else
		begin
			case(COUNTER)
				0: if(SDATA==0)
						START<=1;
				1:	DATA_REG[0]<=SDATA;
				2: DATA_REG[1]<=SDATA;
				3: DATA_REG[2]<=SDATA;
				4: DATA_REG[3]<=SDATA;
				5: DATA_REG[4]<=SDATA;
				6: DATA_REG[5]<=SDATA;
				7: DATA_REG[6]<=SDATA;
				8: DATA_REG[7]<=SDATA;
				9: PARITY_BIT<=SDATA;
				10: if (SDATA==1)
						STOP<=1;
			endcase
			if(COUNTER==10)
				COUNTER<=0;
			else
				COUNTER<=COUNTER+1;
		end
assign VALID_PACK = START&STOP;
endmodule 
module I2C_Top (input CLK, RST,			 
					 input SCLK,				 
					 input SDATA,				 
					 output NEW_CODE,			 
					 output [13:0] CODE);		 
reg SYNCED_CLK;
wire [7:0] RAW_CODE;
always@(posedge CLK)
	SYNCED_CLK<=SCLK;
I2C_Control DUT1(.CLK(CLK),
					  .SYNCED_CLK(SYNCED_CLK),
					  .RST(RST),
					  .SDATA(SDATA),
					  .CODE(RAW_CODE),
					  .NEW_CODE(NEW_CODE));
BCD DUT2(.BINARY(RAW_CODE[7:4]),
			.SEGMENTS(CODE[13:7]));
BCD DUT3(.BINARY(RAW_CODE[3:0]),
			.SEGMENTS(CODE[6:0]));
endmodule 
$ cat flow/run.sh
#!/bin/bash
# OpenROAD 26Q1-2900-gdf79404cd8, Yosys 0.63+post, stock flow scripts
make -C /OpenROAD-flow-scripts/flow DESIGN_CONFIG=/design/flow/config.mk WORK_HOME=/design/flow/orfs finish
$ cat flow/constraint.sdc
current_design I2C_Top

set clk_period 1.0
set clk_io_pct 0.2

create_clock -name clk0 -period $clk_period [get_ports {CLK}]

set non_clock_inputs [all_inputs -no_clocks]
set_input_delay [expr $clk_period * $clk_io_pct] -clock clk0 $non_clock_inputs
set_output_delay [expr $clk_period * $clk_io_pct] -clock clk0 [all_outputs]
==> impl_metrics.tcl <==
# flow metrics
set metrics [dict create \
    initCoreUtil 0.172 \
    yosys_area_um2 1250 \
    finalSetupViolations 0 \
    use_met1 0.0527 \
    required_ns 1.19 \
    n_fill_cell 814 \
    path_cells "clkdlybuf4s50_1" \
    synthCells 131 \
    worst_setup_path_start_kind "input pin" \
    p_clk_frac 0.783 \
    holdPathEnd "SYNCED_CLK$_DFF_P_" \
    area_growth_pct 28.8 \
    overflow 0 \
    min_period_ns 0.408 \
    grt_pass1_vias 984 \
    status "complete, no violations" \
    core-area_um2 7290 \
    postCtsSetupBuffers 0 \
    die_area_um2 11400 \
    wirelength_mm 2.25 \
    hold_slack_ns 0.350 \
    drt_pass1_iterations 6 \
    drv_slew 0 \
    mux_share 0.102 \
    synth_cell_types 35 \
    synth_area_per_cell_um2 9.56 \
    hpwl_mm 1.74 \
    pin_count 19 \
    post_synth_ao_oa_area_fraction 0.121 \
    ys_warn_count 5 \
    vias_per_cell 3.70 \
    adder_share 0.160 \
    crit_fanout 1 \
    worst_path_dominant_cell_family "buffers and inverters" \
    syn-cell-area_um2 1250 \
    unclocked_pins 16 \
    pre_cts_slack_ns 0.279 \
    io_buffers 18 \
    synth_seq_share 0.344 \
    internal_power_uw 655 \
    routed-via-count 918 \
    final_antenna_net_count 0 \
    largest_area_cell "edfxtp_1" \
    finalSetupTns_ns 0 \
    worst-path-buf-inv 1 \
    yosys.area_share.xor_xnor 0.0569 \
    slowest_stage "clkdlybuf4s50_1" \
    untimed_endpoints 40 \
    warnings 41 \
    top_area_frac 0.216 \
    top_logic_kind "simple AND/OR/NAND/NOR gates" \
    wl_per_cell_um 9.06 \
    max_freq_ghz 2.45 \
    worstSetupPathType "input pin to flip-flop" \
    leakagePower_uw 0.000638 \
    rsz0062_at_grt "no" \
    hold_depth 1 \
    clk_pin_slew_worst_paths_ns 0.03 \
    hp-start "SCLK" \
    hold_path_class "input pin to flip-flop" \
    power_density_nw_per_um2 513 \
    drc 0 \
    num_rows 31 \
    gr-max-usage-layer "met2" \
    switching_share 0.209 \
    die_w_um 107 \
    synthArstFlopShare 0 \
    end_kind "flip-flop" \
    edf_count 9 \
    max-cap-violations 0 \
    yosys-top-cells-area "edfxtp_1 22%, ha_1 16%, dfxtp_1 13%" \
    combPwrFrac 0.096 \
    drive_gt1_frac 0.0671 \
    ys.flop_type "edfxtp_1" \
    hold_viol_final 0 \
    relSlewSlack 0.666 \
    worstPathArrival_ns 0.59 \
    max_stage_delay_ns 0.39 \
    n_antenna_cell 0 \
    yosys_cells 131 \
    grtUsageMet2 0.0667 \
    cts_hold_buffers 0 \
    antenna_found_initial 0 \
    post_cts_resized 0 \
    setup_slack_ns 0.592 \
    irDropWorstVdd_mv 0.256 \
    worst_pin_slew_ns 0.500 \
    grt_max_degree 16 \
    finalCritPeriodShare 0.408 \
    grt_util_met3 0.0103 \
    grt_pass1_wl_mm 4.13 \
    p_sw_uw 173 \
    ys_ff 17 \
    die_h_um 107 \
    track_usage 0.0415 \
    p_total_uw 828 \
    p_seq_frac 0.121 \
    cts_tree "done" \
    first_iter_violations 59 \
    simple_gate_area_frac 0.163 \
    gp_congestion 0.826 \
]
-- stage by stage --
step | instances | utilization | area [um^2]
2_1_floorplan | 131 | - | 1250
4_1_cts | 248 | 0.221 | 1610
3_5_place_dp | 241 | 0.209 | 1530
3_3_place_gp | 241 | 0.209 | 1530
5_1_grt | 248 | 0.221 | 1610
6_report | 248 | 0.221 | 1610
-- layout make-up --
class | instances | area, um^2 | share of cell area
multi-input cells | 97 | 754 | 0.468
repair buffers | 18 | 180 | 0.112
inverters | 10 | 37.5 | 0.0233
flip-flops and latches | 17 | 430 | 0.267
well taps | 99 | 124 | 0.0768
clock buffers | 7 | 86.3 | 0.0535
-- logic make-up (layout without fill, tap and decap cells) --
group | Yosys count | in the layout
AOI/OAI and AO/OA | 23 | 23
buffers and inverters | 17 | 35
and+or+nand+nor | 42 | 42
muxes | 11 | 11
DFF | 17 | 17
xor gates and xnor gates | 5 | 5
adders and majority gates | 16 | 16
-- power groups by stage --
stage	registers, uW	clock network (uW)	logic (uW)
6_report	100	648	79.4
4_1_cts	100	676	81.8
5_1_grt	102	679	93.7
-- how the worst max path moves through the flow --
stage,endpoint,depth (start not counted),slack [ns],startpoint
final,SYNCED_CLK$_DFF_P_,1,0.59,SCLK
after global routing,SYNCED_CLK$_DFF_P_,1,0.57,SCLK
after CTS,SYNCED_CLK$_DFF_P_,1,0.59,SCLK
-- state kept, by name (all words and copies together), names as in the netlist --
signal / cells
DUT1.DUT1.COUNTER: 4
DUT1.DUT1.DATA_REG: 8
DUT1.DUT1.PARITY_BIT: 1
DUT1.DUT1.START: 1
DUT1.DUT1.STOP: 1
DUT1.NEW_CODE: 1
SYNCED_CLK: 1
-- metal layers --
metal | wire [um] | vias up
li1 | - | 487
met1 | 1010 | 409
met2 | 1060 | 19
met3 | 141 | 3
met4 | 34 | 0
met5 | 0 | -
-- synth_stat cells (2+ instances only) --
master,instances
nand3_1,3
xnor2_1,2
nand2b_1,3
nor2b_1,3
a21oi_1,3
nand2_1,11
buf_2,3
edfxtp_1,9
nor2_1,13
ha_1,16
mux2_1,2
o21a_1,5
o21ai_1,8
dfxtp_1,8
a22o_1,2
inv_1,10
clkbuf_1,3
nor3_1,3
xnor3_1,2
mux2i_1,6
mux2_2,2
-- placed cells by master, fill, tap and decap left out, drive strengths merged, types with 2 or more instances in the layout --
| cell | Yosys | layout |
|---|---|---|
| o21a | 5 | 5 |
| a22o | 2 | 2 |
| a21oi | 3 | 3 |
| dfxtp | 8 | 8 |
| nor2b | 3 | 3 |
| nand3 | 3 | 3 |
| inv | 10 | 10 |
| nor2 | 13 | 13 |
| clkbuf | 3 | 7 |
| edfxtp | 9 | 9 |
| mux2 | 4 | 4 |
| nand2b | 3 | 3 |
| nor3 | 3 | 3 |
| o21ai | 8 | 8 |
| mux2i | 6 | 6 |
| nand2 | 11 | 11 |
| xnor2 | 2 | 2 |
| xnor3 | 2 | 2 |
| ha | 16 | 16 |
| clkdlybuf4s50 | 0 | 18 |
Power and IR drop assume default switching activity.
